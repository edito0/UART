==> flow/design.v <==
`timescale 1ns / 1ps
module decoder_generic
    #(parameter N = 3)(
    input [N - 1:0] w,
    input en,
    output reg [0: 2 ** N - 1] y
    );
    always @(w, en)
    begin
        y = 'b0;  
        if (en)
            y[w] = 1'b1;
        else
            y = 'b0;
    end
endmodule
`timescale 1ns / 1ps
module hex2sseg(
    input [3:0] hex,
    output reg [6:0] sseg  
    );
    always @(hex)
        case(hex)  
            0: sseg = 7'b1000000;
            1: sseg = 7'b1111001;            
            2: sseg = 7'b0100100;             
            3: sseg = 7'b0110000;              
            4: sseg = 7'b0011001;             
            5: sseg = 7'b0010010;             
            6: sseg = 7'b0000010;             
            7: sseg = 7'b1111000;             
            8: sseg = 7'b0000000;             
            9: sseg = 7'b0010000;             
            10: sseg = 7'b0001000;             
            11: sseg = 7'b0000011;             
            12: sseg = 7'b1000110;             
            13: sseg = 7'b0100001;             
            14: sseg = 7'b0000110;             
            15: sseg = 7'b0001110;             
        endcase
endmodule
`timescale 1ns / 1ps
module mux_8x1_nbit
    #(parameter N = 3)(
    input [N - 1:0]w0, w1, w2, w3, w4, w5, w6, w7,
    input [2:0] s,
    output reg [N - 1:0] f
    );
    always @(w0, w1, w2, w3, w4, w5, w6, w7, s)
    begin
        f = 'bx;                 
        case(s)
            3'b000: f = w0;                
            3'b001: f = w1;
            3'b010: f = w2;
            3'b011: f = w3;
            3'b100: f = w4;
            3'b101: f = w5;
            3'b110: f = w6;
            3'b111: f = w7;
            default: f = 'bx;
        endcase              
    end
endmodule
`timescale 1ns / 1ps
module sseg_driver(
    input clk, reset_n,
    input [5:0] I0, I1, I2, I3, I4, I5, I6, I7,
    output [7:0] AN,
    output [6:0] sseg,
    output DP
    );
    wire timer_tick;
    wire [2:0] sel;
    wire [5:0] D_out;
    wire [7:0] AN_n;
    timer_parameter #(.FINAL_VALUE(104_165)) TIMER0(
        .clk(clk),
        .reset_n(reset_n),
        .enable(1'b1),
        .done(timer_tick)        
    );
    udl_counter #(.BITS(3)) UP_COUNTER0(
        .clk(clk),
        .reset_n(reset_n),
        .enable(timer_tick),
        .up(1'b1),
        .load(1'b0),
        .D(),
        .Q(sel)                           
    );
    decoder_generic #(.N(3))DECODER0( 
        .w(sel),
        .en(D_out[5]),
        .y(AN_n)
    );
    assign AN = ~AN_n;
    mux_8x1_nbit #(.N(6)) MUX8X1(
        .w0(I0),
        .w1(I1),
        .w2(I2),
        .w3(I3),
        .w4(I4),
        .w5(I5),
        .w6(I6),
        .w7(I7),
        .s(sel),
        .f(D_out)        
    );
    hex2sseg HEXDECODER(
        .hex(D_out[4:1]),
        .sseg(sseg)
    );
    assign DP = ~D_out[0];
endmodule
`timescale 1ns / 1ps
module timer_parameter
    #(parameter FINAL_VALUE = 255)(
    input clk,
    input reset_n,
    input enable,
    output done
    );
    localparam BITS = $clog2(FINAL_VALUE);
    reg [BITS - 1:0] Q_reg, Q_next;
    always @(posedge clk, negedge reset_n)
    begin
        if (~reset_n)
            Q_reg <= 'b0;
        else if(enable)
            Q_reg <= Q_next;
        else
            Q_reg <= Q_reg;
    end
    assign done = Q_reg == FINAL_VALUE;
    always @(*)
        Q_next = done? 'b0: Q_reg + 1;
endmodule
`timescale 1ns / 1ps
module udl_counter      
    #(parameter BITS = 4)(
    input clk,
    input reset_n,
    input enable,
    input up, 
    input load,
    input [BITS - 1:0] D,
    output [BITS - 1:0] Q
    );
    reg [BITS - 1:0] Q_reg, Q_next;
    always @(posedge clk, negedge reset_n)
    begin
        if (~reset_n)
            Q_reg <= 'b0;
        else if(enable)
            Q_reg <= Q_next;
        else
            Q_reg <= Q_reg;
    end
    always @(Q_reg, up, load, D)
    begin
        Q_next = Q_reg;
        casex({load,up})
            2'b00: Q_next = Q_reg - 1;
            2'b01: Q_next = Q_reg + 1;
            2'b1x: Q_next = D;
            default: Q_next = Q_reg;
        endcase
    end
    assign Q = Q_reg;
endmodule
==> flow/run.sh <==
#!/bin/bash
# OpenROAD 26Q1-2900-gdf79404cd8, Yosys 0.63+post, stock flow scripts
make -C /OpenROAD-flow-scripts/flow DESIGN_CONFIG=/design/flow/config.mk WORK_HOME=/design/flow/orfs finish
==> flow/config.mk <==
export PLATFORM = sky130hd
export DESIGN_NAME = sseg_driver
export DESIGN_NICKNAME = sseg_driver
export VERILOG_FILES = /design/flow/design.v
export SDC_FILE = /design/flow/constraint.sdc
export NUM_CORES = 4
export LEC_CHECK = 1
export CORE_UTILIZATION = 30
==> flow/constraint.sdc <==
current_design sseg_driver

set clk_period 3.9
set clk_io_pct 0.2

create_clock -name clk0 -period $clk_period [get_ports {clk}]

set non_clock_inputs [all_inputs -no_clocks]
set_input_delay [expr $clk_period * $clk_io_pct] -clock clk0 $non_clock_inputs
set_output_delay [expr $clk_period * $clk_io_pct] -clock clk0 [all_outputs]
==> impl_metrics.toml <==
# yosys + openroad results
[synthesis]
synthTopCellsByArea = "dfrtp_1 (29%), ha_1 (10%), xnor2_1 (6.2%)"
mux_share_pct = 6.775
edf_count = 0
synth_flop_count = 20
synth_seq_share_pct = 29.46
compound_area_share_pct = 17.23
async_reset_ff_share_pct = 100.0
syn_inst = 192
synthesis.area_mm2 = 0.001699
ys_chip_area_mm2 = 0.001699
synth_top_area_share_pct = 29.46
ys.flop_type = "dfrtp_1"
yosys.cell_types.count = 42
yosys.area_share.xor_xnor_pct = 8.247
ys_cells = 192
synth_area_leader_cell = "dfrtp_1"
syn_area_per_cell_um2 = 8.850
simple_gate_area_share_pct = 22.24
yosysWarnings = 8
ys_sh_adder_pct = 10.31
logic_family = "simple AND/OR/NAND/NOR gates"

[floorplanning]
rows = 27
fp.dieW_um = 77.26
io_pins = 66
coreArea_mm2 = 0.005473
dieArea_mm2 = 0.005968
die_y_um = 77.26
fp_util_pct = 31.05

[flow_run]
maxCapViolCount = 0
warning_count = 36

[placed_design]
dp_hpwl_mm = 3.572
gp_congestion = 0.8209
dpl_cell_area_mm2 = 0.002580
io_buffers = 65

[timing]
min_period_ps = 3871
finalClockSkew_ps = 2.927
finalHoldViolations = 0
fmax_mhz = 258.4
finalSetupViolCount = 0
worst_pin_slew_ps = 630.5
finalCritPeriodShare_pct = 99.25
relSlewSlack_pct = 57.61
slew_viol_final = 0
rsz0062_at_grt = "yes"

[hold_path]
min_path_cells = 1
hold_path_class = "reg -> reg"

[worst_setup_path]
cp.arrival_ps = 3090
worstSetupPathType = "reg -> out"
end_kind = "output pin"
start_kind = "flop"
reg2reg_slack_ps = 1860
path_max_fanout = 5
crit_required_ps = 3120
ff2ff_path_depth = 5

[power_and_ir_drop]
powerDensity_mw_per_mm2 = 163.4
irDropWorstVdd_mv = 0.1768
p_total_uw = 449.0
p_leak_uw = 0.001158

[cells_and_area]
lay_top_count = "clkdlybuf4s50_1"
combGateArea_mm2 = 0.001191
drive_gt1_share_pct = 20.43
flop_area_um2 = 500.5
area_growth_pct = 61.71
fill_cells = 511
largest_reg_flops = 17
fin_area_mm2 = 0.002748
lay_top_cells = "clkdlybuf4s50_1 (59), buf_4 (28), dfrtp_1 (20)"

[detailed_routing]
vias = 1744
ant_nets = 0
drt_iter0_drc = 72
routed_wl_mm = 4.734
n_antenna_cell = 0
vias_per_cell = 4.969
wire_per_inst_um = 13.49
firstDrtPassIters = 4
drcViolationCount = 0

[clock_network]
cts.sinks = 20
clock_latency_ps = 250
root_buffer = "clkbuf_8"
cts_buffer_depth = 2
tritoncts = "built"
htree_levels = 1
path_clk_slew_ps = 60
cts_made_buffers = 3

[global_route]
grt_pass1_vias = 1731
grt_first_pass_wirelength_mm = 7.928
grt_use_total_pct = 16.44
antenna_found_initial = 0
grt.overflow.total = 0
grt_max_degree = 21

[outcome]
status = "finished, final reports clean"
-- worst max-delay path: stages, from the launching register on --
cell and delay, ps:
dfrtp_1 380, buf_4 140, ha_2 180, or4_4 540, or2_4 300, a31o_4 280
inv_4 80, ha_1 170, nor3b_1 190, a21o_1 110, clkdlybuf4s50_1 470
-- where the power goes --
part           switching (uW)  internal [uW]
combinational            34.5           80.5
clock                    58.1           68.5
sequential                  0            207
total                    92.6            356
-- per-stage QoR --
| stage | utilization (%) | hold slack (ps) | TNS [ps] | instances | setup WS (ps) |
|---|---|---|---|---|---|
| global route | 50.21 | 528.7 | -203.1 | 351 | -115.1 |
| finish | 50.21 | 498.6 | 0 | 351 | 29.33 |
| floorplan | - | 452.1 | 0 | 192 | 63.37 |
| detailed placement | 47.14 | 484.0 | -14.24 | 343 | -14.24 |
| global placement | 47.14 | 489.5 | -9.094 | 343 | -9.094 |
| CTS | 48.95 | 497.6 | 0 | 346 | 0.5387 |
-- metal layers --
| layer | part of all wire, % | global-route usage, % | up-vias | wire length (um) |
|---|---|---|---|---|
| met5 | 0 | 0 | - | 0 |
| met4 | 1.2 | 1.887 | 0 | 58 |
| met3 | 7.7 | 2.539 | 8 | 366 |
| met2 | 45 | 27.35 | 63 | 2114 |
| met1 | 46 | 23.53 | 800 | 2194 |
| li1 | - | - | 873 | - |
-- worst paths after layout --
check | from | endpoint
worst max-delay path | UP_COUNTER0.Q_reg[1] | sseg[2]
worst min-delay path | TIMER0.Q_reg[14] | TIMER0.Q_reg[14]
worst max register to register | TIMER0.Q_reg[4] | UP_COUNTER0.Q_reg[2]
worst min register to register | TIMER0.Q_reg[14] | TIMER0.Q_reg[14]
max in group asynchronous | reset_n | UP_COUNTER0.Q_reg[1]
min in group asynchronous | reset_n | TIMER0.Q_reg[3]
-- kinds of logic after synthesis --
group           Yosys count
compound gates           38
mux                      11
xor+xnor                 16
simple gates             72
flops                    20
buf+inv                  21
fa+ha+maj                14
-- repair_timing --
| item | CTS | global route |
|---|---|---|
| buffers inserted | 0 | 5 |
| pin swaps | 7 | 5 |
| hold endpoints to repair | 0 | 0 |
| resized | 21 | 8 |
| setup endpoints to repair | 11 | 8 |
| hold buffers | 0 | 0 |
-- area by class of cell --
class / instances / area share [%]
multi-input cells: 151 / 43.35
repair buffers: 95 / 32.19
flip-flops and latches: 20 / 18.21
well taps: 72 / 3.279
clock buffers: 3 / 1.503
inverters: 10 / 1.457
-- cells in the mapped netlist, types with 3 or more instances --
cell,instances
a21o_1,3
a222oi_1,4
clkbuf_1,6
nor3_1,6
buf_2,3
nand4_1,3
nor2_1,17
a22oi_1,4
and3_1,3
dfrtp_1,20
o21ai_0,5
xor2_1,4
nand2_1,15
nand3_1,10
nor3b_1,4
a221oi_1,5
a22o_1,3
inv_1,10
xnor2_1,12
mux2i_1,7
a21oi_1,4
mux2_2,4
ha_1,14
Power is estimated from default activity; no workload was simulated.
