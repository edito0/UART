## design.v

```verilog
`timescale 1ns / 1ps
module uart_rx
    #(parameter DBIT = 8,     
                SB_TICK = 16  
    )
    (
        input clk, reset_n,
        input rx, s_tick,
        output reg rx_done_tick,
        output [DBIT - 1:0] rx_dout
    );
    localparam  idle = 0, start = 1,
                data = 2, stop = 3;
    reg [1:0] state_reg, state_next;
    reg [3:0] s_reg, s_next;                 
    reg [$clog2(DBIT) - 1:0] n_reg, n_next;  
    reg [DBIT - 1:0] b_reg, b_next;          
    always @(posedge clk, negedge reset_n)
    begin
        if (~reset_n)
        begin
            state_reg <= idle;
            s_reg <= 0;
            n_reg <= 0;
            b_reg <= 0;
        end
        else
        begin
            state_reg <= state_next;
            s_reg <= s_next;
            n_reg <= n_next;
            b_reg <= b_next;
        end
    end
    always @(*)
    begin
        state_next = state_reg;
        s_next = s_reg;
        n_next = n_reg;
        b_next = b_reg;
        rx_done_tick = 1'b0;
        case (state_reg)
            idle:                
                if (~rx)
                begin
                    s_next = 0;
                    state_next = start;                        
                end                 
            start:                
                if (s_tick)
                    if (s_reg == 7)
                    begin
                        s_next = 0;
                        n_next = 0;
                        state_next = data;
                    end
                    else                        
                        s_next = s_reg + 1;                                                                   
            data:
                if (s_tick)
                    if(s_reg == 15)
                    begin
                        s_next = 0;
                        b_next = {rx, b_reg[DBIT - 1:1]};  
                        if (n_reg == (DBIT - 1))
                            state_next = stop;
                        else
                            n_next = n_reg + 1;
                    end
                    else
                        s_next = s_reg + 1;
            stop:
                if (s_tick)
                    if(s_reg == (SB_TICK - 1))
                    begin
                        rx_done_tick = 1'b1;
                        state_next = idle;
                    end
                    else
                        s_next = s_reg + 1;
            default:
                state_next = idle;
        endcase
    end
    assign rx_dout = b_reg;
endmodule
```

## run.sh

```bash
#!/bin/bash
# OpenROAD 26Q1-2900-gdf79404cd8, Yosys 0.63+post, stock flow scripts
make -C /OpenROAD-flow-scripts/flow DESIGN_CONFIG=/design/flow/config.mk WORK_HOME=/design/flow/orfs finish
```

## config.mk

```make
export PLATFORM = sky130hd
export DESIGN_NAME = uart_rx
export DESIGN_NICKNAME = uart_rx
export VERILOG_FILES = /design/flow/design.v
export SDC_FILE = /design/flow/constraint.sdc
export NUM_CORES = 4
export LEC_CHECK = 1
export CORE_AREA = 10 10 91 91
export DIE_AREA = 0 0 101 101
```

## constraint.sdc

```tcl
current_design uart_rx

set clk_period 2.2
set clk_io_pct 0.2

create_clock -name clk0 -period $clk_period [get_ports {clk}]

set non_clock_inputs [all_inputs -no_clocks]
set_input_delay [expr $clk_period * $clk_io_pct] -clock clk0 $non_clock_inputs
set_output_delay [expr $clk_period * $clk_io_pct] -clock clk0 [all_outputs]
```

==> impl_metrics.sql <==
-- generated from flow reports
INSERT INTO impl_metrics (metric_group, metric, value, unit) VALUES
('place', 'portBuffers', '12', ''),
('die', 'design.die.area', '10200', 'µm²'),
('place', 'place.detailed.instances', '178', ''),
('hold_path', 'whs_path_depth', '1', ''),
('yosys', 'top_cell_area_share', '47.81', '%'),
('yosys', 'yosysChipArea', '942.2', 'µm²'),
('yosys', 'most_common_cell', 'sky130_fd_sc_hd__dfrtp_1', ''),
('place', 'globalplace.congestion', '0.8430', ''),
('yosys', 'syn_avg_cell_area', '10.96', 'µm²'),
('hold_path', 'class_of_the_tightest_hold_or_removal_check', 'reg2reg', ''),
('drt', 'routed-via-count', '681', ''),
('sta', 'final_max_slew_viol_count', '0', ''),
('pwr', 'p_per_area', '1007', 'nW/µm²'),
('clock_tree', 'ctsHtreeMaxLevel', '1', ''),
('final_layout', 'area.growth.synth_to_final', '32.54', '%'),
('pwr', 'share_of_power_burned_in_the_clock_network', '19.0', '%'),
('worst_setup_path', 'reg2reg_slack', '0.24', 'ns'),
('yosys', 'synth.cell_area', '942.2', 'µm²'),
('drt', 'route.final.wire_length', '1861', 'µm'),
('yosys', 'synth.top_cells.by_area', 'sky130_fd_sc_hd__dfrtp_1, sky130_fd_sc_hd__mux2_2, sky130_fd_sc_hd__nand2_1', ''),
('global_route', 'grt_util_all_layers', '3.717', '%'),
('yosys', 'synth_stat.cells', '86', ''),
('die', 'design.core.area', '6350', 'µm²'),
('yosys', 'synthDominantAreaCellType', 'sky130_fd_sc_hd__dfrtp_1', ''),
('final_layout', 'final_layout_size_suffix_gt1_share', '22.86', '%'),
('global_route', 'grt_overflow', '0', ''),
('place', 'dpl.hpwl', '1360', 'µm'),
('clock_tree', 'tritoncts_sinks', '19', ''),
('job', 'max-cap-violations', '0', ''),
('pwr', 'power_frac_seq', '49.0', '%'),
('sta', 'fmax', '486.1', 'MHz'),
('clock_tree', 'clk-insertion-delay-late', '0.25', 'ns'),
('clock_tree', 'clkTransAtPathRegs', '0.07', 'ns'),
('global_route', 'grt_first_pass_wirelength', '3208', 'µm'),
('global_route', 'first_global_vias', '702', ''),
('sta', 'final.setup_skew', '0.003852', 'ns'),
('worst_setup_path', 'worstReg2RegStart', 's_reg[0]', ''),
('worst_setup_path', 'endpoint', 'rx_done_tick', ''),
('sta', 'worst-slew-pin-transition', '0.4404', 'ns'),
('sta', 'timing.slew.headroom', '70.64', '%'),
('global_route', 'grt_antenna_before_repair', '0', ''),
('sta', 'fin_crit_sh', '93.50', '%'),
('drt', 'drt-pass1-iter-count', '4', ''),
('worst_setup_path', 'crit_path_end_kind', 'primary output', ''),
('place', 'placement.cell_area', '1185', 'µm²'),
('drt', 'post_drt_via_cell_ratio', '3.742', ''),
('pwr', 'internal_power', '887.3', 'µW'),
('outcome', 'status', 'finished clean', ''),
('sta', 'rsz0062_at_grt', 'false', ''),
('drt', 'drt_first_iter_violations', '53', ''),
('yosys', 'synthDistinctLibCells', '29', ''),
('sta', 'period_needed', '2.057', 'ns'),
('final_layout', 'layout.cell_area.non_filler', '1249', 'µm²'),
('final_layout', 'n_fill_cell', '669', ''),
('drt', 'drc', '0', ''),
('clock_tree', 'holdBufCountCts', '0', ''),
('global_route', 'grt_start_max_net_pins', '20', ''),
('yosys', 'synth_flops', '19', ''),
('clock_tree', 'cts_made_buffers', '3', ''),
('yosys', 'synth_top_flop_cell', 'sky130_fd_sc_hd__dfrtp_1', ''),
('yosys', 'synth_sequential_area_ratio', '50.60', '%'),
('worst_setup_path', 'worst-r2r-cell-count', '6', ''),
('die', 'fp_util', '14.84', '%'),
('drt', 'avgRoutedWirePerCell', '10.23', 'µm'),
('final_layout', 'combGateArea', '454.2', 'µm²'),
('sta', 'fin_hold_ws', '0.5073', 'ns'),
('pwr', 'comb_power_share', '31.9', '%'),
('worst_setup_path', 'path_max_fanout', '6', ''),
('worst_setup_path', 'criticalPathCategory', 'reg2out', ''),
('drt', 'final_antenna_diode_count', '0', ''),
('yosys', 'async_reset_ff_share', '100.0', '%');
metrics by stage:
| step | power [mW] | setup WS (ns) | utilization, % |
|---|---|---|---|
| final | 1.258 | 0.1429 | 19.67 |
| after global routing | 1.377 | 0.01955 | 19.67 |
| after CTS | 1.265 | 0.009035 | 19.39 |
| after detailed placement | 1.009 | 0.06909 | 18.66 |
| after global placement | 1.006 | 0.07521 | 18.66 |
| after floorplan | 0.7814 | 0.3104 | - |
layout make-up:
| cell class | count | area share (%) |
|---|---|---|
| Clock buffer | 3 | 3.307 |
| Clock inverter | 1 | 0.4008 |
| Inverter | 6 | 1.804 |
| Multi-Input combinational cell | 60 | 36.37 |
| Sequential cell | 19 | 38.18 |
| Tap cell | 77 | 7.715 |
| Timing Repair Buffer | 16 | 12.22 |
cell usage in the layout, fill, tap and decap left out, types with 3 or more instances in the layout:
cell | synthesis | layout
sky130_fd_sc_hd__mux2_2 | 9 | 9
sky130_fd_sc_hd__buf_4 | 0 | 4
sky130_fd_sc_hd__dfrtp_1 | 18 | 18
sky130_fd_sc_hd__nand2_1 | 12 | 12
sky130_fd_sc_hd__clkbuf_8 | 0 | 3
sky130_fd_sc_hd__a21oi_1 | 3 | 3
sky130_fd_sc_hd__inv_1 | 6 | 6
sky130_fd_sc_hd__o21ai_0 | 7 | 7
sky130_fd_sc_hd__clkdlybuf4s50_1 | 0 | 11
metal layers:
| metal | global-route usage [%] | wire length (µm) | up-vias |
|---|---|---|---|
| met4 | 0.5359 | 0 | 0 |
| met5 | 0 | 0 | - |
| li1 | - | - | 344 |
| met2 | 5.897 | 860 | 9 |
| met3 | 1.386 | 109 | 0 |
| met1 | 4.837 | 891 | 328 |
power by group through the flow:
stage                 combinational, mW  sequential (mW)  clock [mW]
after CTS                         0.399            0.608       0.258
after global routing              0.461            0.641       0.275
final                             0.401            0.617       0.239
repair_timing:
item | 4_1_cts | 5_1_grt
buffers inserted | 0 | 0
resized | 0 | 4
endpoints found under the setup margin | 0 | 1
cell families (layout without fill, tap and decap cells):
logic type,Yosys count,after routing,share of synthesized area [%]
compound gates,18,18,13.95
buf+inv,7,26,2.788
flops,19,19,50.60
mux,11,11,12.88
fa+ha+maj,3,3,3.984
simple gates,28,28,15.80
critical path, cell delays in order (launching register included):
cell                              delay [ns]
sky130_fd_sc_hd__dfrtp_1                0.44
sky130_fd_sc_hd__ha_4                   0.19
sky130_fd_sc_hd__nand3_2                0.12
sky130_fd_sc_hd__nor2_2                 0.14
sky130_fd_sc_hd__clkdlybuf4s50_1        0.47
worst min-delay path by stage:
stage | startpoint | endpoint
after CTS | b_reg[0] | b_reg[0]
final | b_reg[0] | b_reg[0]
after global routing | reset_n | n_reg[2]
No activity file was given, so power comes from the tool's default toggle rates.
