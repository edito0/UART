File: design/flow/design.v
`timescale 1ns / 1ps
module uart_tx
    #(parameter DBIT = 8,     
                SB_TICK = 16  
    )
    (
        input clk, reset_n,
        input tx_start, s_tick,        
        input [DBIT - 1:0] tx_din,
        output reg tx_done_tick,
        output tx
    );
    localparam  idle = 0, start = 1,
                data = 2, stop = 3;
    reg [1:0] state_reg, state_next;
    reg [3:0] s_reg, s_next;                 
    reg [$clog2(DBIT) - 1:0] n_reg, n_next;  
    reg [DBIT - 1:0] b_reg, b_next;          
    reg tx_reg, tx_next;                     
    always @(posedge clk, negedge reset_n)
    begin
        if (~reset_n)
        begin
            state_reg <= idle;
            s_reg <= 0;
            n_reg <= 0;
            b_reg <= 0;
            tx_reg <= 1'b1;
        end
        else
        begin
            state_reg <= state_next;
            s_reg <= s_next;
            n_reg <= n_next;
            b_reg <= b_next;
            tx_reg <= tx_next;
        end
    end
    always @(*)
    begin
        state_next = state_reg;
        s_next = s_reg;
        n_next = n_reg;
        b_next = b_reg;
        tx_done_tick = 1'b0;
        case (state_reg)
            idle:   
            begin    
                tx_next = 1'b1;         
                if (tx_start)
                begin
                    s_next = 0;
                    b_next = tx_din;
                    state_next = start;                        
                end
            end                 
            start:    
            begin
                tx_next = 1'b0;            
                if (s_tick)
                    if (s_reg == 15)
                    begin
                        s_next = 0;
                        n_next = 0;
                        state_next = data;
                    end
                    else                        
                        s_next = s_reg + 1;
            end                                                                                       
            data:
            begin
                tx_next = b_reg[0];
                if (s_tick)
                    if(s_reg == 15)
                    begin
                        s_next = 0;
                        b_next = {1'b0, b_reg[DBIT - 1:1]};  
                        if (n_reg == (DBIT - 1))
                            state_next = stop;
                        else
                            n_next = n_reg + 1;
                    end
                    else
                        s_next = s_reg + 1;
            end
            stop:
            begin
                tx_next = 1'b1;
                if (s_tick)
                    if(s_reg == (SB_TICK - 1))
                    begin
                        tx_done_tick = 1'b1;
                        state_next = idle;
                    end
                    else
                        s_next = s_reg + 1;                        
            end
            default:
                state_next = idle;
        endcase
    end
    assign tx = tx_reg;
endmodule
File: design/flow/run.sh
#!/bin/bash
# OpenROAD 26Q1-2900-gdf79404cd8, Yosys 0.63+post, stock flow scripts
make -C /OpenROAD-flow-scripts/flow DESIGN_CONFIG=/design/flow/config.mk WORK_HOME=/design/flow/orfs finish
File: design/flow/config.mk
export PLATFORM = sky130hd
export DESIGN_NAME = uart_tx
export DESIGN_NICKNAME = uart_tx
export VERILOG_FILES = /design/flow/design.v
export SDC_FILE = /design/flow/constraint.sdc
export NUM_CORES = 4
export LEC_CHECK = 1
export CORE_AREA = 10 10 87 87
export DIE_AREA = 0 0 97 97
File: design/flow/constraint.sdc
current_design uart_tx

set clk_period 4.3
set clk_io_pct 0.2

create_clock -name clk0 -period $clk_period [get_ports {clk}]

set non_clock_inputs [all_inputs -no_clocks]
set_input_delay [expr $clk_period * $clk_io_pct] -clock clk0 $non_clock_inputs
set_output_delay [expr $clk_period * $clk_io_pct] -clock clk0 [all_outputs]
==> run_results.csv <==
group,metric,value,unit
final_layout,fillerInstances,594,
global_route,grt_pass1_wl,4.002,mm
power_and_ir_drop,p_clk_share,21.4,%
power_and_ir_drop,p_seq_share,41.3,%
critical_path,arrival,2.05,ns
clock_tree,clk_pin_slew,0.08,ns
routing,num_vias,810,
final_layout,final_cell_mix,"dfrtp_1, o22ai_1, clkdlybuf4s50_1",
power_and_ir_drop,ir_worst_vdd,0.2877,mV
synthesis,ff_type,"dfrtp_1",
synthesis,ys_warn_count,1,
final_timing,slew_viol_final,0,
synthesis,ys_cells,103,
power_and_ir_drop,swShare,36.01,%
status,status,"completed",
final_timing,rsz0062_at_grt,"false",
routing,drtIter0Drc,39,
final_timing,finalSetupViolations,0,
global_route,grt_max_degree,21,
synthesis,edf_count,0,
final_timing,finalSetupTns,0,ns
final_layout,postLayoutCoreUtil,23.00,%
synthesis,yosys.area_share.xor_xnor,0,%
routing,drc,0,
die,core.rowCount,27,
power_and_ir_drop,cellInternalPower,561.7,uW
routing,routed_wl,2.324,mm
job,log.warning_count,25,
clock_tree,ctsHoldBuffers,0,
final_layout,comb_area,476.7,um^2
final_timing,relSlewSlack,65.42,%
synthesis,ys_sh_adder,3.672,%
clock_tree,cts_made_buffers,3,
final_timing,finClkSkew,0.01005,ns
die,die_w,97,um
synthesis,simple_gate_area_share,16.77,%
power_and_ir_drop,combPwrFrac,37.3,%
synthesis,ys_top_logic_family,"AND-OR/OR-AND gates",
clock_tree,post_cts_buffers,0,
synthesis,ys_seq_elements,20,
final_layout,largest_register_ff_count,8,
synthesis,ys_seq_share,49.20,%
die,die_area,9409,um^2
final_timing,period_needed,2.905,ns
global_route,antenna_found_initial,0,
final_layout,drive_gt1_share,10.17,%
synthesis,compound_area_share,25.21,%
hold_path,hp-class,"reg2reg",
critical_path,crit_path_max_fanout,5,
critical_path,worstSetupPathType,"in2out",
routing,routed_via_density,4.263,
synthesis,synthMuxAreaShare,0.9792,%
synthesis,synth_area,1022,um^2
critical_path,start_kind,"input pin",
final_timing,hold_violations,0,
die,die_h,97,um
placement,dp_slack,1.371,ns
synthesis,ys_chip_area,1022,um^2
clock_tree,cts_tree,"yes",
clock_tree,clock-root-buffer,"clkbuf_8",
global_route,grt-ovfl-total,0,
clock_tree,clock-sinks,20,
synthesis,syn_inst,103,
die,core_area,5642,um^2
die,initial_core_util,18.12,%
final_layout,layout_top_cell,"dfrtp_1",
synthesis,syn_avg_cell_area,9.925,um^2
final_timing,setup_slack,1.395,ns
synthesis,yosys.cell_types.count,32,
critical_path,cp-end-kind,"primary output",
synthesis,async_flop_share,100.0,%
critical_path,critical_path_required,3.44,ns
clock_tree,cts_resized,0,
routing,n_antenna_cell,0,
power_and_ir_drop,powerDensity,676.5,nW/um^2
job,cap_viol_max_count,0,
final_timing,worst_pin_slew,0.5160,ns
placement,finalWeightedCongestion,0.7542,
routing,drt-pass1-iter-count,3,
final_layout,syn_to_final_growth,26.93,%
global_route,grt_pass1_vias,809,
routing,ant_nets,0,
routing,wl_per_cell,12.23,um
die,pin_count,14,
clock_tree,htreeDepth,1,
final_timing,finalCritPeriodShare,67.56,%
placement,portBuffers,13,
global_route,grt_use_total,4.931,%
power_and_ir_drop,p_switching,316.1,uW
placement,hpwl,1.710,mm
power_and_ir_drop,leakage,0.0005400,uW
final_layout,regArea,503.0,um^2
final_timing,max_freq,0.3442,GHz
clock_tree,cts.path.max_buffers,2,
clock_tree,clock_latency,0.26,ns
worst paths after layout:
path                               start      endpoint  slack [ns]  cells after the start
worst max-delay path              s_tick  tx_done_tick        1.39                      4
worst min-delay path            b_reg[3]      b_reg[3]        0.50                      1
worst max register to register  s_reg[0]      b_reg[0]        2.58                      5
worst min register to register  b_reg[3]      b_reg[3]        0.50                      1
max in group asynchronous        reset_n        tx_reg        3.07                      2
min in group asynchronous        reset_n      b_reg[3]        0.95                      2
layout make-up:
| type | instances | share of cell area [%] |
|---|---|---|
| Clock buffer | 3 | 3.182 |
| Clock inverter | 1 | 2.314 |
| Inverter | 5 | 1.446 |
| Multi-Input combinational cell | 75 | 36.74 |
| Sequential cell | 20 | 38.77 |
| Tap cell | 72 | 6.943 |
| Timing Repair Buffer | 14 | 10.61 |
through the flow:
| stage | power, uW | hold slack [ns] | cells | instance area [um^2] |
|---|---|---|---|---|
| floorplan | 608.8 | 0.4648 | 103 | 1022 |
| global placement | 688.4 | 0.4815 | 186 | 1226 |
| detailed placement | 694.2 | 0.4849 | 186 | 1226 |
| CTS | 887.3 | 0.5050 | 190 | 1297 |
| global route | 959.3 | 0.5195 | 190 | 1297 |
| finish | 877.8 | 0.5025 | 190 | 1297 |
cells in the mapped netlist, types with 2 or more instances:
library cell  instances  area (um^2)
a21oi_1               8        40.04
nor3_1                3        15.01
o21ai_1               4        20.02
a21o_1                2        15.01
nor3_2                2        20.02
o22ai_1              13        81.33
nand3_1               3        15.01
inv_1                 5        18.77
nand2_1              12        45.04
dfrtp_1              18        450.4
nand4_1               2        12.51
o2bb2ai_1             3        26.28
a22oi_1               2        15.01
nand2b_1              2        12.51
dfstp_2               2        52.55
nor2_1                4        15.01
ha_1                  3        37.54
cells by family after synthesis:
logic type,count (synthesis)
AND-OR/OR-AND,39
AND/OR/NAND/NOR,32
flip-flops,20
buffers and inverters,8
adder cells (fa/ha/maj),3
multiplexers,1
power groups by stage:
stage / logic [uW] / registers, uW / clock network (uW)
6_report: 328 / 363 / 188
5_1_grt: 377 / 376 / 206
4_1_cts: 332 / 362 / 193
layer usage:
metal  vias up  share of wire, %  GRT usage [%]
li1        418                 -              -
met1       381                48          6.370
met2         9                46          7.873
met3         2               6.3          2.006
met4         0              0.43         0.3382
met5         -                 0              0
critical path, stage by stage:
cell,delay (ns)
clkdlybuf4s50_1,0.54
inv_1,0.07
nor2_1,0.10
clkdlybuf4s50_1,0.47
Power is estimated from default activity; no workload was simulated.
